[design.v]
module keyboard(clk,R,C,key);
	input clk;	 
	input [3:0]R;			 
	output reg [3:0]C;	 
	output reg [3:0]key;	 
	reg [3:0] current_state, next_state;
	parameter NO_KEY_PRESSED = 0, 
		SCAN_COL3 = 1, 
		SCAN_COL2 = 2, 
		SCAN_COL1 = 3, 
		SCAN_COL0 = 4,
		KEY_PRESSED = 5;
	always@ (posedge clk) begin	 
		current_state <= next_state;
	end
	always@ (current_state, R)begin	 
		case(current_state)
			NO_KEY_PRESSED:
				if(R != 4'hF)
					next_state = SCAN_COL3;
				else
					next_state = NO_KEY_PRESSED;
			SCAN_COL3:
				if(R != 4'hF)
					next_state = KEY_PRESSED;
				else
					next_state = SCAN_COL2;
			SCAN_COL2: 
				if(R != 4'hF)
					next_state = KEY_PRESSED;
				else
					next_state = SCAN_COL1;
			SCAN_COL1:
				if(R != 4'hF)
					next_state = KEY_PRESSED;
				else
					next_state = SCAN_COL0;
			SCAN_COL0:
				if(R != 4'hF)
					next_state = KEY_PRESSED;
				else
					next_state = NO_KEY_PRESSED;
			KEY_PRESSED:
				if(R != 4'hF)
					next_state = KEY_PRESSED;
				else
					next_state = NO_KEY_PRESSED;
		endcase
	end
	always@ (posedge clk) begin		 
		case(next_state)
			KEY_PRESSED:
				case({C,R})
					8'b0111_1110 : key <= 4'h0;
					8'b0111_1101 : key <= 4'hA; 
					8'b0111_1011 : key <= 4'hB; 
					8'b0111_0111 : key <= 4'hC; 
					8'b1011_1110 : key <= 4'h7;
					8'b1011_1101 : key <= 4'h8;
					8'b1011_1011 : key <= 4'h9;
					8'b1011_0111 : key <= 4'hF;
					8'b1101_1110 : key <= 4'h4;
					8'b1101_1101 : key <= 4'h5;
					8'b1101_1011 : key <= 4'h6;
					8'b1101_0111 : key <= 4'hF;
					8'b1110_1110 : key <= 4'h1;
					8'b1110_1101 : key <= 4'h2;
					8'b1110_1011 : key <= 4'h3;
					8'b1110_0111 : key <= 4'hF;      
			endcase
		default: key <= 4'hD;
		endcase
	end
endmodule
[run.sh]
#!/bin/bash
# OpenROAD 26Q1-2900-gdf79404cd8, Yosys 0.63+post, stock flow scripts
make -C /OpenROAD-flow-scripts/flow DESIGN_CONFIG=/design/flow/config.mk WORK_HOME=/design/flow/orfs finish
[config.mk]
export PLATFORM = sky130hd
export DESIGN_NAME = keyboard
export DESIGN_NICKNAME = keyboard
export VERILOG_FILES = /design/flow/design.v
export SDC_FILE = /design/flow/constraint.sdc
export NUM_CORES = 4
export LEC_CHECK = 1
export CORE_AREA = 10 10 70 70
export DIE_AREA = 0 0 80 80
[constraint.sdc]
current_design keyboard

set clk_period 2.2
set clk_io_pct 0.2

create_clock -name clk0 -period $clk_period [get_ports {clk}]

set non_clock_inputs [all_inputs -no_clocks]
set_input_delay [expr $clk_period * $clk_io_pct] -clock clk0 $non_clock_inputs
set_output_delay [expr $clk_period * $clk_io_pct] -clock clk0 [all_outputs]
==> job_summary.md <==
### Flow metrics

| Metric | Value |
|---|---|
| Chip area in the Yosys report | `a little under 400 sq um` |
| RSZ-0062 raised after global routing | `false` |
| Final WL | `~780 microns` |
| # IOs | `13` |
| Buf+Inv Stages, Crit Path | `1` |
| Min cycle time layout | `between 1 and 1.5 ns` |
| Post-DP HPWL | `~610 microns` |
| Status | `finished clean` |
| Ys Warns | `5` |
| Die span in y | `~80 microns` |
| Final hold violations | `0` |
| Cell Pwr Density | `514 nW/um^2` |
| Ys cells | `slightly above 40` |
| Ant diodes | `0` |
| Gr usage total | `~2.4%` |
| Latency at later pin | `0.24 ns` |
| Via count | `approximately 330` |
| Fin. max-slew vios | `0` |
| Post-CTS setup buffer count | `0` |
| DRT iter0 DRCs | `5` |
| Setup_tns | `0 ns` |
| CP delay by family, top | `buffers and inverters` |
| Power Total | `around 0.27 mW` |
| Setup violators final | `0` |
| Yosys xor share | `under 10%` |
| VDD IR max | `just over 0.09 mV` |
| # rows | `21` |
| Setup CP Type | `reg2out` |
| H-Tree Depth | `1` |
| CTS Buf Count | `3` |
| CTS tree | `done` |
| Maximum Capacitance Violations | `0` |
| Pre-CTS setup slack | `a little under 0.5 ns` |
| CTS resizes | `0` |
| Area of the core | `roughly 3400 sq um` |
| Vias in the first global route | `307` |
| Total tool warning count | `25` |
| CP Max Fanout | `3` |
| Simple-Gate Fraction of Synth Area | `between 20% and 30%` |
| Clock-pin slew on the worst setup and hold paths | `0.05 ns` |
| Worst hold path type | `reg2reg` |
| Final core occ | `between 15 and 20%` |
| Avg Synthesized Cell Area | `around 9.5 sq um` |
| Critical path arrival | `1.06 ns` |
| Pin count of the biggest net entering global routing | `8` |
| CP max stage cell | `clkdlybuf4s50_1` |
| Synthesized cell area | `between 300 and 400 sq um` |
| Adders+Majority by Area | `0%` |
| Yosys cell types | `21` |
| Pre-Place Util | `11.4%` |
| Root Driver | `clkbuf_4` |
| Leak | `between 0.2 and 0.25 nW` |
| Initial antenna violation count | `0` |
| Slowest cell delay on critical path | `between 0.4 and 0.5 ns` |
| Max Clock Freq | `667 MHz` |
| Die X | `~80 microns` |
| GP Congestion | `roughly 0.64` |
| Post-cts hold buffer count | `0` |
| Grt total ovfl | `0` |
| Number of unconstrained endpoints | `6` |
| Via density | `3.33` |
| Post-route ant nets | `0` |
| Synthesis-to-layout area growth | `37.4%` |
| Critical Path RT | `between 1.5 and 2 ns` |
| Yosys reg bits | `10` |
| Hold WS | `0.447 ns` |
| Register pins left without a clock | `3` |
| Post-synthesis cell count | `~41` |
| Cell Chain, Critical Path | `clkdlybuf4s50_1` |
| Synth Area in Compound Gates | `between 10% and 20%` |
| Pre-antenna DRT Iters | `3` |
| Clock Skew | `0 ns` |
| I/O Buffers | `8` |
| Area fraction in mux cells | `0%` |
| CP endpoint kind | `output pin` |
| First-pass GRT wire length | `1.28 mm` |
| DR WL/cell | `7.98 microns` |
| Comb area leader | `simple AND/OR/NAND/NOR gates` |
| Setup crit start kind | `flop` |
| Chip area | `about 6400 sq um` |
| Setup ws final | `approximately 0.7 ns` |
| Crit share post-route | `approximately two thirds` |
| Layout cell share with drive strength beyond 1 | `11.5%` |
| DRC | `0` |
| Maximum root-to-sink buffer count | `2` |
[worst reg2reg max path, cell delays in order, from the launching register on]
cell and delay [ns]:
dfxtp_1 0.31, o21ba_2 0.22, o21ai_0 0.07
[final timing paths]
kind	start	end	slack, ns	cells past startpoint
max	key[3]	key[3]	0.70	1
min	key[2]	key[2]	0.45	1
max reg2reg	key[3]	key[3]	1.49	2
min reg2reg	key[2]	key[2]	0.45	1
[cells by family after synthesis]
family,count (synthesis)
simple gates,14
compound gates,8
flops,7
buf+inv,6
latches,3
xor+xnor,2
other cells,1
[cell usage after synthesis]
library cell	n	share of area (%)
dfxtp_1	7	36
nor2_1	1	0.97
nor3b_1	1	1.9
buf_4	4	7.7
dlxtn_1	3	12
inv_1	2	1.9
and3b_1	1	2.3
xnor2_1	1	2.3
a21oi_1	3	3.9
nand4_1	1	1.6
or2_2	2	3.2
o21ba_2	1	2.6
conb_1	1	0.97
nand4b_1	3	6.8
o21ai_0	2	2.6
and2_1	1	1.6
nand3_1	1	1.3
and4b_1	1	2.6
nor3_1	2	2.6
xor2_1	1	2.3
a31oi_1	2	3.2
[sequential cells by signal, indices dropped and copies added, names as in the netlist]
register,flops
key,4
next_state,3
current_state,3
[metrics by stage]
| step | area (sq um) | std cells |
|---|---|---|
| 2_1_floorplan | 399 | 44 |
| 3_3_place_gp | 507 | 94 |
| 3_5_place_dp | 507 | 94 |
| 4_1_cts | 533 | 98 |
| 5_1_grt | 533 | 98 |
| 6_report | 533 | 98 |
[cell type report]
class | instances | area (sq um)
multi-input cells | 28 | 176
repair buffers | 8 | 80.1
flip-flops and latches | 10 | 185
well taps | 46 | 57.6
clock buffers | 4 | 26.3
inverters | 2 | 7.51
fillers | 398 | 2880
[cells in the final DEF (no fill, tap or decap), drive strengths merged]
cell / synthesis / final
o21ba: 1 / 1
a31oi: 2 / 2
o21ai: 2 / 2
clkdlybuf4s50: 0 / 8
xor2: 1 / 1
xnor2: 1 / 1
conb: 1 / 4
nor3b: 1 / 1
and3b: 1 / 1
a21oi: 3 / 3
nand3: 1 / 1
nor2: 1 / 1
inv: 2 / 2
nor3: 2 / 2
clkbuf: 0 / 4
nand4b: 3 / 3
and4b: 1 / 1
dfxtp: 7 / 7
dlxtn: 3 / 3
and2: 1 / 1
or2: 2 / 2
nand4: 1 / 1
[power breakdown]
group	switching (mW)	internal [mW]	leakage, nW	total [mW]
combinational	0.0118	0.0179	0.105	0.0297
clock	0.0428	0.0689	0.0150	0.112
sequential	0.00160	0.131	0.0819	0.132
[layer usage]
metal | global-route usage [%] | up-vias | share of wire, %
li1 | - | 162 | -
met1 | 2.81 | 154 | 43
met2 | 3.21 | 10 | 40
met3 | 2.27 | 0 | 17
met4 | 0.528 | 0 | 0
met5 | 0 | - | 0
Power figures rest on the tool's default switching activity, not on a simulated workload.
