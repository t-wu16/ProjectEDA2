==> design/flow/design.v <==
module display(clk,dig3,dig2,dig1,dig0,scan,disp);
	input clk;
	input[3:0] dig3,dig2,dig1,dig0;
	output reg [3:0] scan;
	output reg [6:0] disp;
	reg [17:0]count;
	always @ (posedge clk)
		count <= count + 1'b1;
	wire disp_clk = count[17];
	reg [3:0] data;
	reg [1:0] current_state,next_state;
	parameter DISP3 = 3, DISP2 = 2, DISP1 = 1, DISP0 = 0;
	always@ (posedge disp_clk)  
		current_state <= next_state;
	always@ (current_state)		 
		case(current_state)
			DISP3: next_state <= DISP2;
			DISP2: next_state <= DISP1;
			DISP1: next_state <= DISP0;
			DISP0: next_state <= DISP3;
		endcase
	always@ (current_state)		 
		case(current_state)
			DISP3: scan <= 4'b1000;
			DISP2: scan <= 4'b0100;
			DISP1: scan <= 4'b0010;
			DISP0: scan <= 4'b0001;
		endcase
	always@ (current_state)		 
		case(current_state)
			DISP3: data <= dig3;
			DISP2: data <= dig2;
			DISP1: data <= dig1;
			DISP0: data <= dig0;
		endcase
	always@ (data)		 
		case(data)
			4'b0000: disp <= 7'b0111111;
			4'b0001: disp <= 7'b0000110;
			4'b0010: disp <= 7'b1011011;
			4'b0011: disp <= 7'b1001111;
			4'b0100: disp <= 7'b1100110;
			4'b0101: disp <= 7'b1101101;
			4'b0110: disp <= 7'b1111100;
			4'b0111: disp <= 7'b0000111;
			4'b1000: disp <= 7'b1111111;
			4'b1001: disp <= 7'b1100111;
			4'b1101: disp <= 7'b0000000;
			default: disp <= 7'b0111111;
		endcase
endmodule
==> design/flow/run.sh <==
#!/bin/bash
# OpenROAD 26Q1-2900-gdf79404cd8, Yosys 0.63+post, stock flow scripts
make -C /OpenROAD-flow-scripts/flow DESIGN_CONFIG=/design/flow/config.mk WORK_HOME=/design/flow/orfs finish
==> design/flow/config.mk <==
export PLATFORM = sky130hd
export DESIGN_NAME = display
export DESIGN_NICKNAME = display
export VERILOG_FILES = /design/flow/design.v
export SDC_FILE = /design/flow/constraint.sdc
export NUM_CORES = 4
export LEC_CHECK = 1
export CORE_AREA = 10 10 92 92
export DIE_AREA = 0 0 102 102
==> design/flow/constraint.sdc <==
current_design display

set clk_period 4.2
set clk_io_pct 0.2

create_clock -name clk0 -period $clk_period [get_ports {clk}]

set non_clock_inputs [all_inputs -no_clocks]
set_input_delay [expr $clk_period * $clk_io_pct] -clock clk0 $non_clock_inputs
set_output_delay [expr $clk_period * $clk_io_pct] -clock clk0 [all_outputs]
==> metrics.cfg <==
[logic_synthesis]
ys_area_um2=1090
numSynthFlops=20
top_area_frac=0.3674
synth_cell_types=24
xor_area_frac=0.1366
ys_top_cells_by_count=dfxtp_1 (20), ha_1 (13), inv_1 (13)
fa_ha_area_frac=0.1493
ys_cells=114
synth.most_common_cell=dfxtp_1
yosysSeqAreaShare=0.3674
yosysWarnings=1
synth.area.mux_share=0.08955
area_leaders=dfxtp_1 (37%), ha_1 (15%), xnor2_1 (8.8%)
synthFlopType=dfxtp_1
ys_async_sr_fraction=0
synth-compound-area-share=0.06429
edf_count=0
largest_area_cell=dfxtp_1
syn_area_um2=1090
synth_area_per_cell_um2=9.560
synth_cells=114
yosys.area_share.simple=0.1435
top_logic_kind=adder cells

[clock_tree]
cts_hold_buffers=0
cts_setup_buffers=0
root_buffer=clkbuf_8
clkLatencyLatePin_ps=250
post_cts_resized=0
clockBufferDepth=2
clkSlewWorstSetupHoldPaths_ps=60
numCtsBuffers=3
h-tree-depth=1
cts_tree=built

[route]
drt-pass1-iter-count=4
vias_per_cell=3.805
drcViolationCount=0
drt_iter0_markers=36
num_antenna_cells=0
finalWirelength_um=2187
postRouteAntennaNets=0
vias=837
post_drt_wl_per_cell_um=9.941

[sta]
setup_ws_ps=377.8
clock_skew_ps=1.062
fin_tns_setup_ps=0
setup-violations-final=0
relSlewSlack=0.5260
max_slew.worst_pin.slew_ps=691.2
period_minus_slack_ps=3822
finalHoldViolCount=0
untimed_endpoints=6
unclocked_regs=2
rsz0062_at_grt=no
fmax_mhz=261.6
slew_viol_final=0
fin_crit_sh=0.9100

[global_route]
grtUsageTotal=0.04149
met3_usage=0.01840
grt_max_degree=11
grtUsageMet2=0.06272
met1_usage=0.05629
grt-ovfl-total=0
grt_first_pass_wirelength_um=3684
grt_busiest_layer=met2
antenna_found_initial=0
grt_pass1_vias=833

[critical_path]
critPathLaunch=dig0[1]
criticalPathCategory=in2out
end_kind=output port
crit_fanout=5
reg2reg_slack_ps=2680
reg2reg_depth=5
r2r_start=count[0]$_DFF_P_
arrival_ps=2980
cp.required_ps=3360
start_kind=input port
worstReg2RegEnd=count[14]$_DFF_P_

[pwr]
p_per_area_nw_per_um2=201.8
ir_worst_vdd_mv=0.2370
swShare=0.1782
power.leakage_nw=0.5907
p_clk_frac=0.381
internal_power_uw=247.5
p_sw_uw=53.67
seq_power_share=0.567
pwr-share-comb=0.052

[hold_path]
hold_path_end=count[0]$_DFF_P_
hp-start=count[0]$_DFF_P_
hold_class=reg2reg
hold_depth=1

[floorplan]
num_rows=29
pin_count=28
fp.dieW_um=102
die_height_um=102
fp_util=0.1687
fp.coreArea_um2=6459
chipArea_um2=10400

[placed_design]
dpl-instance-area_um2=1451
gp_congestion=0.8662
hpwl_um=1724
port_buffers=27
place_ws_ps=385.2

[status]
status=finished clean

[finish]
stdcell_area_um2=1493
n_fill_cell=681
utilization=0.2311
post_route_cells_drive_above_1_share=0.05594
syn2layout_area_growth_pct=36.97

[job]
cap_viol_max_count=0
openroad.warnings=35

cell usage in the layout (no fill, tap or decap), types with 2 or more instances in the layout:
cell type,instances
clkdlybuf4s50_1,27
dfxtp_1,20
inv_1,13
ha_1,13
xnor2_1,11
nand2_1,8
nor2_1,7
nand3_1,7
xor2_1,6
mux2i_1,5
a222oi_1,4
mux2_2,3
a21oi_1,3
clkbuf_8,3
nand4_1,2
nor3_1,2
power groups by stage:
stage / Combinational (mW) / Sequential [mW] / Clock (mW)
4_1_cts: 0.0159 / 0.171 / 0.119
5_1_grt: 0.0168 / 0.171 / 0.126
6_report: 0.0158 / 0.171 / 0.115
area by class of cell:
| type | instances | area (µm²) | share of cell area |
|---|---|---|---|
| Multi-Input combinational cell | 80 | 635.6 | 0.4258 |
| Inverter | 13 | 48.80 | 0.03269 |
| Timing Repair Buffer | 27 | 270.3 | 0.1811 |
| Clock buffer | 3 | 41.29 | 0.02766 |
| Sequential cell | 20 | 400.4 | 0.2682 |
| Tap cell | 77 | 96.34 | 0.06454 |
metrics by stage:
stage                     total power [mW]  hold WS (ps)  std cells
final                               0.3012         407.9        220
after global routing                0.3138         439.9        220
after CTS                           0.3052         413.2        220
after detailed placement            0.1901         397.3        217
after global placement              0.1901         398.3        217
after floorplan                     0.1754         382.7        114
layer usage:
| layer | part of all wire | vias to the layer above |
|---|---|---|
| met5 | 0 | - |
| met4 | 0.0059 | 0 |
| met3 | 0.14 | 2 |
| met2 | 0.36 | 31 |
| met1 | 0.50 | 360 |
| li1 | - | 444 |
registers in the layout, summed over array words and instances (netlist names):
signal and flops:
count 18, current_state 2
logic make-up (layout without fill, tap and decap cells):
| logic type | count (synthesis) | after routing |
|---|---|---|
| adders and majority gates | 13 | 13 |
| AOI/OAI and AO/OA | 9 | 9 |
| buffers and inverters | 14 | 43 |
| xor gates and xnor gates | 17 | 17 |
| muxes | 9 | 9 |
| and+or+nand+nor | 32 | 32 |
| DFF | 20 | 20 |
critical path: stages:
cell and delay, ps:
clkdlybuf4s50_1 400, a222oi_1 310, mux2_2 260, inv_1 80, ha_1 280, mux2_2 270
nand2_1 60, clkdlybuf4s50_1 470
worst max-delay path by stage:
stage	slack, ps	endpoint	cells after the start
after global routing	260	disp[1]	7
after CTS	380	disp[1]	8
final	380	disp[1]	8
No activity file was given, so power comes from the tool's default toggle rates.
